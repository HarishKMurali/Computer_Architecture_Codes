<file path="/design/flow/design.v">
module recurdouble32 (a,b_in ,sum, ovl, cin);
	input [31:0] a, b_in;
	input cin;
	output reg [31:0] sum;
	output reg ovl;
	wire[31:0] b;
	genvar i;
    generate
    for(i=0;i<=31;i=i+1)begin
		assign b[i]= (!cin)*(b_in[i]) + (cin)*(!b_in[i]);
    end
    endgenerate
	wire [32:0] xa, xb;
	wire [32:0] xa_1, xb_1, xa_2, xb_2, xa_4, xb_4, xa_8, xb_8, xa_16, xb_16;
	assign xa[0] = cin;
	assign xb[0] = cin;
	always @(*)
	begin
		sum = a^b^xa_16[31:0];
		ovl = xa_16[32];	
	end
	pregen pref [32:1] (xb[32:1], xa[32:1], a[31:0], b[31:0]);
	assign xb_1[0] = cin;
	assign xa_1[0] = cin;
	assign xb_2[1:0] = xb_1[1:0];
	assign xa_2[1:0] = xa_1[1:0];
	assign xb_4[3:0] = xb_2[3:0];
	assign xa_4[3:0] = xa_2[3:0];
	assign xb_8[7:0] = xb_4[7:0];
	assign xa_8[7:0] = xa_4[7:0];
	assign xb_16[15:0] = xb_8[15:0];
	assign xa_16[15:0] = xa_8[15:0];
	cargen i1 [32:1] (xb[32:1], xa[32:1], xb[31:0], xa[31:0], xb_1[32:1], xa_1[32:1]);
	cargen i2 [32:2] (xb_1[32:2], xa_1[32:2], xb_1[30:0], xa_1[30:0], xb_2[32:2], xa_2[32:2]);
	cargen i4 [32:4] (xb_2[32:4], xa_2[32:4], xb_2[28:0], xa_2[28:0], xb_4[32:4], xa_4[32:4]);
	cargen i8 [32:8] (xb_4[32:8], xa_4[32:8], xb_4[24:0], xa_4[24:0], xb_8[32:8], xa_8[32:8]);
	cargen i16 [32:16] (xb_8[32:16], xa_8[32:16], xb_8[16:0], xa_8[16:0], xb_16[32:16], xa_16[32:16]);
endmodule
module recurdouble8 (a,b_in ,sum, ovl, cin);
	input [7:0] a, b_in;
	input cin;
	output reg [7:0] sum;
	output reg ovl;
	wire[7:0] b;
	genvar i;
    generate
    for(i=0;i<=7;i=i+1)begin
		assign b[i]= (!cin)*(b_in[i]) + (cin)*(!b_in[i]);
    end
    endgenerate
	wire [8:0] xa, xb;
	wire [8:0] xa_1, xb_1, xa_2, xb_2, xa_4, xb_4;
	assign xa[0] = cin;
	assign xb[0] = cin;
	always @(*)
	begin
		sum = a^b^xa_4[7:0];
		ovl = xa_4[8];	
	end
	pregen pref [8:1] (xb[8:1], xa[8:1], a[7:0], b[7:0]);
	assign xb_1[0] = cin;
	assign xa_1[0] = cin;
	assign xb_2[1:0] = xb_1[1:0];
	assign xa_2[1:0] = xa_1[1:0];
	assign xb_4[3:0] = xb_2[3:0];
	assign xa_4[3:0] = xa_2[3:0];
	cargen i1 [8:1] (xb[8:1], xa[8:1], xb[7:0], xa[7:0], xb_1[8:1], xa_1[8:1]);
	cargen i2 [8:2] (xb_1[8:2], xa_1[8:2], xb_1[6:0], xa_1[6:0], xb_2[8:2], xa_2[8:2]);
	cargen i4 [8:4] (xb_2[8:4], xa_2[8:4], xb_2[4:0], xa_2[4:0], xb_4[8:4], xa_4[8:4]);
endmodule
module recurdouble4 (a,b_in ,sum, ovl, cin);
	input [3:0] a, b_in;
	input cin;
	output reg [3:0] sum;
	output reg ovl;
	wire[3:0] b;
	genvar i;
    generate
    for(i=0;i<=3;i=i+1)begin
		assign b[i]= (!cin)*(b_in[i]) + (cin)*(!b_in[i]);
    end
    endgenerate
	wire [4:0] xa, xb;
	wire [4:0] xa_1, xb_1, xa_2, xb_2;
	assign xa[0] = cin;
	assign xb[0] = cin;
	always @(*)
	begin
		sum = a^b^xa_2[4:0];
		ovl = xa_2[4];	
	end
	pregen pref [4:1] (xb[4:1], xa[4:1], a[3:0], b[3:0]);
	assign xb_1[0] = cin;
	assign xa_1[0] = cin;
	assign xb_2[1:0] = xb_1[1:0];
	assign xa_2[1:0] = xa_1[1:0];
	cargen i1 [4:1] (xb[4:1], xa[4:1], xb[3:0], xa[3:0], xb_1[4:1], xa_1[4:1]);
	cargen i2 [4:2] (xb_1[4:2], xa_1[4:2], xb_1[2:0], xa_1[2:0], xb_2[4:2], xa_2[4:2]);
endmodule
module pregen(
	output reg o1, o0,
	input a, b
);
	always @*
	case ({a, b})
		2'b00: begin
			o0 = 1'b0; o1 = 1'b0;
		end
		2'b11: begin
			o0 = 1'b1; o1 = 1'b1;
		end
		default: begin 
			o0 = 1'b0; o1 = 1'b1;
		end
	endcase
endmodule
module cargen (input curbb, curba, prevbb, prevba,
output reg obb, oba
);
	always @(*)
	begin
		if({curbb, curba} == 2'b00)
			{obb, oba} = 2'b00;
		if({curbb, curba} == 2'b11)
			{obb, oba} = 2'b11;
		if({curbb, curba} == 2'b10)
			{obb, oba} = {prevbb, prevba};
	end
endmodule
module leading0(input [23:0] a,
                output [7:0] lz);
    assign lz[7:5]=3'b0;
    wire[2:0] w3_0, w3_1, w3_2, w3_3, w3_4, w3_5, w3_6, w3_7;
    wire[1:0] s3_0, s3_1, s3_2, s3_3, s3_4, s3_5, s3_6, s3_7;
    wire[2:0] s6_0, s6_1, s6_2, s6_3;
    wire[3:0] s12_0, s12_1;
    assign w3_0[2:0]=a[23:21];
    assign w3_1[2:0]=a[20:18];
    assign w3_2[2:0]=a[17:15];
    assign w3_3[2:0]=a[14:12];
    assign w3_4[2:0]=a[11:9];
    assign w3_5[2:0]=a[8:6];
    assign w3_6[2:0]=a[5:3];
    assign w3_7[2:0]=a[2:0];
    check3 m_c0(w3_0,s3_0,f3_0);
    check3 m_c1(w3_1,s3_1,f3_1);
    check3 m_c2(w3_2,s3_2,f3_2);
    check3 m_c3(w3_3,s3_3,f3_3);
    check3 m_c4(w3_4,s3_4,f3_4);
    check3 m_c5(w3_5,s3_5,f3_5);
    check3 m_c6(w3_6,s3_6,f3_6);
    check3 m_c7(w3_7,s3_7,f3_7);
    check6 m_c8(s3_0,f3_0,s3_1,f3_1,s6_0,f6_0);
    check6 m_c9(s3_2,f3_2,s3_3,f3_3,s6_1,f6_1);
    check6 m_c10(s3_4,f3_4,s3_5,f3_5,s6_2,f6_2);
    check6 m_c11(s3_6,f3_6,s3_7,f3_7,s6_3,f6_3);
    check12 m_c12(s6_0,f6_0,s6_1,f6_1,s12_0,f12_0);
    check12 m_c13(s6_2,f6_2,s6_3,f6_3,s12_1,f12_1);
    check24 m_c14(s12_0,f12_0,s12_1,f12_1,lz[4:0],f24_0);
endmodule
module check24(input[3:0] w0,
            input f0,
            input[3:0] w1,
            input f1,
            output [4:0]s,
            output full);
    wire [3:0]s1;
    wire [3:0]s2;
    and(full,f0,f1);
    genvar i;
    for (i=0;i<4;i=i+1)begin
        assign s2[i]=f0*w1[i];
        assign s1[i]=w0[i];
    end
    recurdouble4 countfull(s1,s2 ,s[3:0], s[4], 1'b0);
endmodule
module check12(input[2:0] w0,
            input f0,
            input[2:0] w1,
            input f1,
            output [3:0]s,
            output full);
    wire [3:0]s1;
    wire [3:0]s2;
    assign s1[3]=1'b0;
    assign s2[3]=1'b0;
    and(full,f0,f1);
    genvar i;
    for (i=0;i<3;i=i+1)begin
        assign s2[i]=f0*w1[i];
        assign s1[i]=w0[i];
    end
    recurdouble4 count12(s1,s2 ,s, ovl, 1'b0);
endmodule
module check6(input[1:0] w0,
            input f0,
            input[1:0] w1,
            input f1,
            output [2:0]s,
            output full);
    and (full,f0,f1);
    assign s[0]=((w0[0]^w1[0])*f0)|((!f0)*w0[0]);
    and (c1,w0[0],w1[0]);
    assign s[1]=((w0[1]^w1[1]^c1)*f0)|((!f0)*w0[1]);
    assign s[2]=f0*(w1[1]|w1[0]); 
endmodule
module check3(input [2:0] a,output [1:0]count3,output full);
    assign count3[1]=(!a[2])*(!a[1]);
    assign full=count3[1]*(!a[0]);
    assign count3[0]=full|(!a[2])*(a[1]);
endmodule
</file>
<file path="/design/flow/run.sh">
#!/bin/bash
# OpenROAD 26Q1-2900-gdf79404cd8, Yosys 0.63+post, stock flow scripts
make -C /OpenROAD-flow-scripts/flow DESIGN_CONFIG=/design/flow/config.mk WORK_HOME=/design/flow/orfs finish
</file>
<file path="/design/flow/config.mk">
export PLATFORM = sky130hd
export DESIGN_NAME = recurdouble32
export DESIGN_NICKNAME = recurdouble32
export VERILOG_FILES = /design/flow/design.v
export SDC_FILE = /design/flow/constraint.sdc
export NUM_CORES = 4
export LEC_CHECK = 1
export CORE_UTILIZATION = 30
</file>
<file path="/design/flow/constraint.sdc">
current_design recurdouble32

set clk_period 2.2
set clk_io_pct 0.2

create_clock -name clk0 -period $clk_period

set non_clock_inputs [all_inputs -no_clocks]
set_input_delay [expr $clk_period * $clk_io_pct] -clock clk0 $non_clock_inputs
set_output_delay [expr $clk_period * $clk_io_pct] -clock clk0 [all_outputs]
</file>
==> reports/qor_table.md <==
| Metric | Reported | Unit |
|:---|:---|:---|
| Outcome | finished, violations left | - |
| Failing checks | setup timing | - |
| Cell Chain, Critical Path | buf_12 -> buf_6 -> buf_16 -> buf_8 -> buf_6 -> xor2_1 -> ha_1 -> xor2_1 -> buf_2 | - |
| Synth top area share | 0.4424 | - |
| CP Capture Point | sum[31] | - |
| Pwr per Cell Area | 150.4 | mW/mm^2 |
| Number of core rows | 59 | - |
| Floorplan Core Area | 0.02613 | mm^2 |
| Synth-to-layout area growth | 40.90 | % |
| Total die size | 0.02733 | mm^2 |
| Max Clock Freq | 0.4363 | GHz |
| DRC errors left | 0 | - |
| Area reported by Yosys stat | 0.008003 | mm^2 |
| Min setup slack post-route | -0.09204 | ns |
| Number of antenna violations at the first check in global routing | 1 | - |
| Cell with the biggest individual delay on the critical path | ha_1 | - |
| Count of unclocked register or latch pins | 236 | - |
| Max_cap viols | 0 | - |
| First-pass GRT wire length | 28640 | um |
| Worst endpoint data arrival time | 1.85 | ns |
| Routed via count | 6218 | - |
| Pin count of the biggest net entering global routing | 6 | - |
| Count of buffer and inverter cells on the critical path | 6 | - |
| Critical Path Fanout Max | 5 | - |
| Yosys Instances | 860 | - |
| Number of filler instances in the final layout | 2431 | - |
| Final weighted congestion in routability-driven placement | 0.8554 | - |
| Floorplan die height | 165.3 | um |
| Horizontal die size | 165.3 | um |
| Synthesized cell area | 0.008003 | mm^2 |
| Worst path required time | 1.76 | ns |
| Critical path origin | cin | - |
| Crit start category | input port | - |
| Final routed wire length divided by cell count | 13.37 | um |
| Total setup violations reported at the end of the flow | 5 | - |
| Count of warning messages emitted by the tools | 64 | - |
| Aggregate global-route resource usage | 0.1412 | - |
| Count of buffers from port buffering | 98 | - |
| Total global routing overflow | 0 | - |
| Final WL | 19170 | um |
| Endpoints left unconstrained | 237 | - |
| Number of iterations in the first detailed-routing pass | 27 | - |
| Fraction of the cycle the final worst path needs | 1.042 | - |
| Remaining antenna violation count | 0 | - |
| Number of synthesized register bits | 236 | - |
| HPWL Detailed | 15460 | um |
| Fraction of final layout cells with drive strength greater than 1 | 0.2468 | - |
| Distinct cell type count after synthesis | 20 | - |
| Vias/cell | 4.336 | - |
| Setup repair after global routing missed its margin | yes | - |
| Pleak | 0.005521 | uW |
| Path type of the worst min-delay path | input port to output port | - |
| Hold bufs inserted after CTS | 0 | - |
| Finished Core Util | 0.4315 | - |
| Family of cells with the greatest summed delay on the critical path | buffers and inverters | - |
| Count of cell instances traversed by the critical path | 9 | - |
| Core Density at Floorplan | 0.3062 | - |
| Yosys warnings | 3 | - |
| Cells taking the most area after synthesis | dlxtn_1 44%, o21a_1 16%, ha_1 9.8%, nor2b_1 8.0%, xor2_1 6.6% | - |
| Cells after Synth | 860 | - |
| Clock period minus worst slack | 2.292 | ns |
| Number of top-level pins | 98 | - |
| Post-synth top area cell | dlxtn_1 | - |
| Hold Vio Cnt, Final | 0 | - |
| Post-layout power | 1696 | uW |
| Startpoint-to-endpoint class of the critical path | input port to output port | - |
| Peak ir drop on the vdd network | 0.0001229 | V |
| Drt initial violations | 220 | - |
| Via count of the first global-routing pass | 5659 | - |
| Final tally of max-slew violations | 0 | - |
| Slowest cell delay on critical path | 0.34 | ns |
| Worst setup EP type | output port | - |
| Average footprint of a synthesized cell | 9.305 | um^2 |
==> stage by stage <==
step / hold WS, ns / setup TNS (ns) / setup WS, ns / area, um^2 / cells
6_report: 1.457 / -0.2476 / -0.09204 / 11280 / 1434
5_1_grt: 1.499 / -0.6538 / -0.1679 / 11270 / 1433
4_1_cts: 1.540 / -3.007 / -0.3635 / 10920 / 1421
3_5_place_dp: 1.832 / -13.44 / -0.6163 / 9966 / 1367
3_3_place_gp: 1.834 / -13.65 / -0.6344 / 9966 / 1367
2_1_floorplan: 1.085 / 0 / 0.3313 / 8006 / 861
==> per-layer routing <==
metal  global-route usage  vias to the layer above  share of wire
li1                     -                     3242              -
met1               0.2196                     2857           0.50
met2               0.2297                      109           0.45
met3              0.01019                       10          0.046
met4             0.007438                        0         0.0089
met5                    0                        -              0
==> power breakdown <==
| group | total, uW | internal [uW] | switching (uW) |
|---|---|---|---|
| Combinational | 1580 | 939 | 638 |
| Sequential | 118 | 101 | 17.0 |
| Clock | 0.0000608 | 0.0000608 | 0 |
| Total | 1700 | 1040 | 655 |
==> repair_timing <==
item,CTS,global route
pin swaps,44,21
setup buffers,54,14
resized,143,75
cloned,1,0
setup endpoints to repair,32,25
==> cell usage after synthesis (all sizes together) <==
| cell type | n |
|---|---|
| mux2 | 17 |
| a21oi | 16 |
| nand2 | 30 |
| nor2 | 16 |
| ha | 63 |
| o21ai | 15 |
| buf | 4 |
| and2 | 31 |
| o21a | 173 |
| nand2b | 15 |
| xnor2 | 1 |
| conb | 1 |
| inv | 77 |
| dlxtn | 236 |
| nor2b | 102 |
| xor2 | 63 |
==> how the worst min path moves through the flow <==
stage	slack (ns)	end	startpoint	depth (start not counted)
CTS	1.54	sum[0]	cin	5
global route	1.50	sum[28]	b_in[28]	6
finish	1.46	sum[5]	b_in[5]	6
==> state kept, by name (all words and copies together), names as in the netlist <==
signal and count:
i1.oba 32, i1.obb 31, i2.oba 31, i2.obb 29, i4.oba 29, i4.obb 25
i8.oba 25, i16.oba 17, i8.obb 17
==> cell type report <==
cell class	count	area (um^2)	area share
inverter	77	289.0	0.02563
timing repair buffer	241	2111	0.1872
multi-input combinational	544	4911	0.4355
antenna	1	2.502	0.0002219
sequential	236	3543	0.3142
tap	335	419.2	0.03717
==> logic make-up (layout without fill, tap and decap cells) <==
group | Yosys count | after routing | share of synthesized area
fa+ha+maj | 63 | 63 | 0.09850
mux | 17 | 17 | 0.02392
xor+xnor | 64 | 64 | 0.07286
compound gates | 204 | 204 | 0.1817
buf+inv | 81 | 318 | 0.04253
other cells | 1 | 3 | 0.0004686
latches | 236 | 236 | 0.4424
simple gates | 194 | 194 | 0.1373
==> layout by cell type, fill, tap and decap left out, drive strengths merged <==
master	instances
o21a	173
xnor2	1
xor2	63
nand2b	15
o21ai	15
nand2	30
clkdlybuf4s15	3
mux2	17
nor2	16
clkbuf	3
dlxtn	236
buf	156
dlymetal6s2s	19
clkdlybuf4s50	34
and2	31
diode	1
inv	77
nor2b	102
dlygate4sd2	26
ha	63
a21oi	16
conb	2
Power and IR drop assume default switching activity.
