**flow/design.v**
```verilog
module FA (
	input [63:0] x,
	input [63:0] y,
	input [63:0] z,
	output [63:0] u,
	output [63:0] v);
assign u = x^y^z;
assign v[0] = 0;
assign v[63:1] = (x&y) | (y&z) | (z&x);
endmodule
```
**flow/run.sh**
```bash
#!/bin/bash
# OpenROAD 26Q1-2900-gdf79404cd8, Yosys 0.63+post, stock flow scripts
make -C /OpenROAD-flow-scripts/flow DESIGN_CONFIG=/design/flow/config.mk WORK_HOME=/design/flow/orfs finish
```
**flow/config.mk**
```make
export PLATFORM = sky130hd
export DESIGN_NAME = FA
export DESIGN_NICKNAME = FA
export VERILOG_FILES = /design/flow/design.v
export SDC_FILE = /design/flow/constraint.sdc
export NUM_CORES = 4
export LEC_CHECK = 1
export CORE_AREA = 10 10 138 138
export DIE_AREA = 0 0 148 148
```
**flow/constraint.sdc**
```tcl
current_design FA

set clk_period 1.0
set clk_io_pct 0.2

create_clock -name clk0 -period $clk_period

set non_clock_inputs [all_inputs -no_clocks]
set_input_delay [expr $clk_period * $clk_io_pct] -clock clk0 $non_clock_inputs
set_output_delay [expr $clk_period * $clk_io_pct] -clock clk0 [all_outputs]
```
==> reports/results.tsv <==
metric	value	unit
tool warning count	34	
worst setup path startpoint	y[61]	
Max-cap violations	0	
non-filler cells, final	600	
fin crit period	1.18	ns
antenna-violating nets left	0	
Worst Setup Start Kind	input pin	
Die W	148	um
status	finished, violations left	
vias in the first global route	2384	
post-route cell area	4030	sq um
yosys cell count	66	
cycle use final	118	%
crit path setup slack, layout	-0.178	ns
total via count in the routed design	1904	
Post-Syn Area	1300	sq um
CP required	0.80	ns
placed cell area	4750	sq um
Tot GR Track Use	9.54	%
Peak VDD IR	0.120	mV
initial antenna violation count	0	
IO Count	320	
Setup Buffers After CTS	0	
Mapped Cells	66	
Synth top cell by count	fa_1	
share of cells above drive strength 1	99.5	%
power per cell area	436	nW/um^2
area occupied by registers	0	sq um
Iteration-0 DRC Markers	11	
Via-to-Cell Ratio	3.17	
CP endpoint kind	output port	
Congestion Overflow GR	0	
Finish-stage setup viols	71	
clock buffer count	0	
routability cong.	0.902	
critical path's largest stage delay	0.58	ns
first-pass GRT wire length	15700	um
initial cell density of the core	8.10	%
number of remaining DRC errors	0	
port buffer count	319	
Core Area	16000	sq um
RSZ-0062 raised after global routing	yes	
Hold Vio Cnt, Final	0	
Syn-to-layout area delta	211	%
dpl cells	600	
top cell type's share of synthesized area	97.3	%
area leader, netlist	fa_1	
Max Fclk	0.849	GHz
worst hold slack	0.693	ns
# rows	46	
CP Class	in2out	
violated checks	setup timing	
Initial DRT Pass Iterations	3	
Final Max Slew Viols	0	
Yosys Chip Area	1300	sq um
flip-flops	0	
DP HPWL	10700	um
pin count of the biggest net entering global routing	2	
CP endpoint	u[61]	
crit-path max FO	1	
DIE AREA	21900	sq um
Lkg Pwr	1.92	nW
Cell Type Count	4	
min-delay worst type	in2out	
antenna cells	0	
Avg Cell Area, Syn	19.6	sq um
Die H	148	um
Syn. warnings	0	
top cells by count	fa_1, buf_4, conb_1, xor3_1	
Critical Path AT	0.98	ns
top cells by area	fa_1, xor3_1, buf_4	
final wirelength	11100	um
CP max stage cell	fa_2	
routed len/inst	18.5	um
critical path, cell by cell	buf_6 > fa_2 > buf_2	
Seq share, synth	0	%
==> critical path: cells and delay by family <==
family	cells	cell delay, ns
adder cells (fa/ha/maj)	1	0.58
buffers and inverters	2	0.19
==> final cells by class <==
class / instances / area, sq um
Timing Repair Buffer: 319 / 2310
Multi-Input combinational cell: 65 / 1450
Fill cell: 1767 / 12000
Tap cell: 216 / 270
==> cells in the final DEF, fill, tap and decap left out, drive strengths merged <==
master	instances
fa	63
conb	1
xor3	1
buf	319
==> kinds of logic (layout without fill, tap and decap cells) <==
| family | after synthesis | in the layout | synth area share [%] |
|---|---|---|---|
| buf+inv | 1 | 319 | 0.579 |
| other cells | 1 | 1 | 0.289 |
| xor+xnor | 1 | 1 | 1.83 |
| fa+ha+maj | 63 | 63 | 97.3 |
==> how the worst min path moves through the flow <==
stage      from     to  slack (ns)  depth (start not counted)
6_report  z[63]  u[63]        0.69                          3
4_1_cts   x[42]  v[43]        0.73                          3
5_1_grt   z[63]  u[63]        0.73                          3
==> per-stage QoR <==
stage / TNS (ns) / power (mW) / util, % / setup slack [ns]
floorplan: 0 / 0.0170 / - / 0.113
global route: -10.04 / 2.04 / 25.2 / -0.190
global placement: -100.06 / 2.46 / 29.7 / -1.00
finish: -8.57 / 1.76 / 25.2 / -0.178
CTS: -9.18 / 1.75 / 23.6 / -0.180
detailed placement: -100.18 / 2.46 / 29.7 / -1.00
==> power breakdown <==
group	total, mW	switching, mW	internal (mW)	leakage [nW]
sequential	0	0	0	0
clock	0	0	0	0
combinational	1.76	0.582	1.18	1.92
total	1.76	0.582	1.18	1.92
==> metal layers <==
| layer | up-vias | GRT usage, % | part of all wire (%) |
|---|---|---|---|
| met4 | 0 | 0.198 | 0.20 |
| met2 | 160 | 17.0 | 53 |
| li1 | 832 | - | - |
| met5 | - | 0 | 0 |
| met1 | 910 | 9.85 | 32 |
| met3 | 2 | 5.83 | 15 |
==> timing repair <==
item                                     CTS  global route
endpoints found under the setup margin   127            86
hold buffers                               0             0
resized                                 1302            44
pin swaps                                 64            37
Power figures rest on the tool's default switching activity, not on a simulated workload.
