File: flow/config.mk
export PLATFORM = sky130hd
export DESIGN_NAME = register_file
export DESIGN_NICKNAME = register_file
export VERILOG_FILES = /design/flow/design.v
export SDC_FILE = /design/flow/constraint.sdc
export NUM_CORES = 4
export LEC_CHECK = 1
export CORE_UTILIZATION = 40
File: flow/constraint.sdc
current_design register_file

set clk_period 5.2
set clk_io_pct 0.2

create_clock -name clk0 -period $clk_period

set non_clock_inputs [all_inputs -no_clocks]
set_input_delay [expr $clk_period * $clk_io_pct] -clock clk0 $non_clock_inputs
set_output_delay [expr $clk_period * $clk_io_pct] -clock clk0 [all_outputs]
File: flow/design.v
module mux32(input[31:0] cont, input[4:0]ip, output o);
	wire[1:0] t;
	mux16 mu(cont[31:16],ip[3:0],t[1]);
	mux16 md(cont[15:0],ip[3:0],t[0]);
	mux2 mf(t,ip[4],o);
endmodule
module mux16(input[15:0] cont, input[3:0] ip, output o);
	wire[1:0] t;
	mux8 mu(cont[15:8],ip[2:0],t[1]);
	mux8 md(cont[7:0],ip[2:0],t[0]);
	mux2 mf(t,ip[3],o);
endmodule
module mux8(input[7:0] cont, input[2:0] ip, output o);
	wire[1:0] t;
	mux4 mu(cont[7:4],ip[1:0],t[1]);
	mux4 md(cont[3:0],ip[1:0],t[0]);
	mux2 mf(t,ip[2],o);
endmodule
module mux4(input[3:0] cont, input[1:0] ip, output o);
	wire[1:0] t;
	mux2 mu(cont[3:2],ip[0],t[1]);
	mux2 md(cont[1:0],ip[0],t[0]);
	mux2 mf(t,ip[1],o);
endmodule
module mux2(input[1:0] cont, input ip, output o);
	and(t1,cont[1],ip);
	and(t2,cont[0],~ip);
	or(o,t1,t2);
endmodule
module register_file(
	output [31:0] data1,output [31:0] data2,
	input [4:0] addr1,input [4:0] addr2,
	input [4:0] write_at_addr,
	input [31:0] write_data,
	input write_enable,
	input reset);
	reg [31:0] register [31:0];
	genvar i;
	integer j;
	generate
		for(i=0; i<32; i=i+1)begin
			mux32 mux1 ({register[31][i],register[30][i],register[29][i],register[28][i],register[27][i],register[26][i],register[25][i],register[24][i],register[23][i],register[22][i],register[21][i],register[20][i],register[19][i],register[18][i],register[17][i],register[16][i],register[15][i],register[14][i],register[13][i],register[12][i],register[11][i],register[10][i],register[9][i],register[8][i],register[7][i],register[6][i],register[5][i],register[4][i],register[3][i],register[2][i],register[1][i],register[0][i]}, addr1, data1[i]);
			mux32 mux2 ({register[31][i],register[30][i],register[29][i],register[28][i],register[27][i],register[26][i],register[25][i],register[24][i],register[23][i],register[22][i],register[21][i],register[20][i],register[19][i],register[18][i],register[17][i],register[16][i],register[15][i],register[14][i],register[13][i],register[12][i],register[11][i],register[10][i],register[9][i],register[8][i],register[7][i],register[6][i],register[5][i],register[4][i],register[3][i],register[2][i],register[1][i],register[0][i]}, addr2, data2[i]);
		end
	endgenerate
	always @(*) begin
		if(write_enable)
			register[write_at_addr] <= write_data;
		if(reset==1)
			for(j=0;j<32;++j)
				register[j]<=0;
	end
endmodule
File: flow/run.sh
#!/bin/bash
# OpenROAD 26Q1-2900-gdf79404cd8, Yosys 0.63+post, stock flow scripts
make -C /OpenROAD-flow-scripts/flow DESIGN_CONFIG=/design/flow/config.mk WORK_HOME=/design/flow/orfs finish
==> metrics.yaml <==
detailed_routing:
  route.final.wire_length_mm: 120
  route.detailed.drc: 0
  detail_route.wl_per_cell_um: 26.2
  dr.pass1.iters: 6
  drt_iter0_markers: 2186
  route.antenna.remaining_nets: 0
  drt-vias-per-instance: 5.95
  num_vias: 27282
finish:
  layout_top_cells: "sky130_fd_sc_hd__mux2i_1, sky130_fd_sc_hd__dlxtn_1, sky130_fd_sc_hd__nand2_1"
  synthToLayoutAreaGrowth_pct: 8.25
  drive_above_1_share_pct: 7.18
  num-fill-cells: 7936
  max_flop_register: "register"
  largest_register_ff_count: 1024
  largestRegisters: "register (1024)"
synthesis:
  synth.largest_area_cell: "sky130_fd_sc_hd__dlxtn_1"
  synth_area_mm2: 0.0342
  synthDistinctLibCells: 21
  yosys_warns: 4
  synth.top_cell.area_share_pct: 45.0
  topCellsByArea: "sky130_fd_sc_hd__dlxtn_1, sky130_fd_sc_hd__mux2i_1, sky130_fd_sc_hd__a22oi_1, sky130_fd_sc_hd__a22o_1, sky130_fd_sc_hd__a21oi_1"
  synth_flops: 1024
  synthesis.instances: 3497
  synth-area-yosys_mm2: 0.0342
  yosysCellCount: 3497
  post_synth.cell_area_avg_um2: 9.78
timing:
  period_needed_ns: 4.71
  tightestPinTransition_ns: 0.889
  fin_crit_sh_pct: 90.5
  slew_violations: 0
  relSlewSlack_pct: 40.6
  unclocked_regs: 1024
  grt_setup_unrepaired: "false"
  finalHoldViolations: 0
  fmax_mhz: 212
  setup_tns_ns: 0
  number_of_unconstrained_endpoints: 1024
  timing.final.setup_violations: 0
  final_critical_path_setup_slack_ns: 0.492
setup_path:
  timing_worst_setup_path_type: "input pin to output pin"
  critPathLaunchType: "input pin"
  critical_path_arrival_ns: 3.67
  timing.critical_path.required_ns: 4.16
  path_max_fanout: 22
  endpoint_kind: "output pin"
clock_tree:
  cts_resized: 0
  cts_hold_buf: 0
  post_cts_buffers: 0
floorplanning:
  placementRows: 106
  fp_util_pct: 40.7
  top_level_ports: 113
  fp.dieArea_mm2: 0.0867
  dieHeight_um: 294
  core_area_mm2: 0.0841
  die_x_um: 294
power:
  power_report.internal_total_mw: 1.37
  netSwitchingPower_mw: 1.37
  power.density_mw_per_mm2: 73.9
  ir_drop_mv: 0.0543
  power.switching_fraction_pct: 50.0
  design_power_total_mw: 2.74
  power.leakage_nw: 17.6
grt:
  largest_net_degree_at_the_start_of_global_routing: 78
  grt_pass1_vias: 26131
  track_usage_pct: 28.3
  wire_length_of_the_first_global_routing_pass_mm: 174
  globalRouteOverflowTotal: 0
  grt_antenna_before_repair: 6
flow_run:
  max_cap_viol_count: 0
  log.warning_count: 32
placement:
  placement.io_buffers: 113
  gp_routability_congestion: 0.887
  post-place-ws_ns: 0.527
  hpwl_mm: 69.5
run_status:
  result_of_the_run: "completed"
worst_hold_path:
  hold_class: "input pin to output pin"
[metal layers]
| metal | up-vias | share of wire [%] | GRT usage, % |
|---|---|---|---|
| li1 | 12516 | - | - |
| met1 | 13448 | 41 | 38.0 |
| met2 | 1096 | 48 | 47.6 |
| met3 | 220 | 7.9 | 5.49 |
| met4 | 2 | 3.1 | 7.02 |
| met5 | - | 0.10 | 1.08 |
[final timing paths]
| kind | startpoint | slack (ns) | depth (start not counted) | end |
|---|---|---|---|---|
| max | addr2[0] | 0.49 | 8 | data2[5] |
| min | addr1[1] | 3.33 | 6 | data1[18] |
[stage by stage]
| stage | cell area, um^2 | hold slack [ns] | std cells | utilization (%) |
|---|---|---|---|---|
| floorplan | 34200 | 2.47 | 3497 | - |
| global placement | 37000 | 3.32 | 4586 | 44.0 |
| detailed placement | 37000 | 3.30 | 4586 | 44.0 |
| CTS | 37000 | 3.32 | 4586 | 44.0 |
| global route | 37000 | 3.40 | 4586 | 44.0 |
| finish | 37000 | 3.33 | 4588 | 44.0 |
[critical path, cell delays in order]
cell and delay [ns]:
sky130_fd_sc_hd__clkdlybuf4s50_1 0.62, sky130_fd_sc_hd__nor2b_4 0.38, sky130_fd_sc_hd__buf_4 0.40, sky130_fd_sc_hd__a22o_1 0.19, sky130_fd_sc_hd__nor3_1 0.06, sky130_fd_sc_hd__a31oi_1 0.16
sky130_fd_sc_hd__nand3_1 0.28, sky130_fd_sc_hd__clkdlybuf4s50_1 0.51
[cell families after synthesis]
kind of cell / after synthesis / synth area share, %
latches: 1024 / 45.0
compound gates: 608 / 12.0
mux: 1024 / 30.0
simple gates: 514 / 6.97
buf+inv: 327 / 6.14
[synth_stat cells]
cell type                  count
sky130_fd_sc_hd__nand3_1     192
sky130_fd_sc_hd__and2_1        2
sky130_fd_sc_hd__clkbuf_1     75
sky130_fd_sc_hd__nand2_1     197
sky130_fd_sc_hd__a31oi_1      72
sky130_fd_sc_hd__nand2b_1      5
sky130_fd_sc_hd__or2_2         2
sky130_fd_sc_hd__clkbuf_4      4
sky130_fd_sc_hd__nor3_1       66
sky130_fd_sc_hd__and3_1        2
sky130_fd_sc_hd__a22o_1      128
sky130_fd_sc_hd__nor2_1        6
sky130_fd_sc_hd__buf_4       109
sky130_fd_sc_hd__buf_2        82
sky130_fd_sc_hd__buf_6        46
sky130_fd_sc_hd__a21oi_1     216
sky130_fd_sc_hd__a22oi_1     192
sky130_fd_sc_hd__buf_1        11
sky130_fd_sc_hd__dlxtn_1    1024
sky130_fd_sc_hd__nor2b_1      42
sky130_fd_sc_hd__mux2i_1    1024
[power by group through the flow]
stage,combinational [mW],clock [mW],sequential (mW)
4_1_cts,2.04,0,0.673
5_1_grt,2.16,0,0.699
[area by class of cell]
| class | instances | area, um^2 | share of cell area, % |
|---|---|---|---|
| timing repair buffer | 282 | 2970 | 8.02 |
| multi-input combinational | 2146 | 17300 | 46.6 |
| tap | 1134 | 1420 | 3.83 |
| sequential | 1024 | 15400 | 41.5 |
| antenna | 2 | 5.00 | 0.0135 |
Power is estimated from default activity; no workload was simulated.
